File: design.v
`timescale 1ns/10ps
module marquee(
  clk,
  rst,
  indataA,
  indataB,
  outdata
  );
input clk;
input rst;  
input  [2:0] indataA;
input  [2:0] indataB;
output reg[5:0] outdata;
reg [1:0] counter_r, counter_n;
always@(posedge clk)begin
    if(rst)begin
	counter_r <= 2'b00;
    end
    else begin
	counter_r <= counter_r + 2'b01;
    end
end
always@(*)begin
     if(counter_r == 0)begin
	outdata = indataA | indataB;
     end
     else if(counter_r == 1)begin
	outdata = indataA & indataB;
     end
     else if(counter_r == 2)begin
	outdata = indataA ^ indataB;
     end
     else if(counter_r == 3)begin
	outdata = {indataA , indataB};
     end
end
endmodule
File: run.sh
#!/bin/bash
# OpenROAD 26Q1-2900-gdf79404cd8, Yosys 0.63+post, stock flow scripts
make -C /OpenROAD-flow-scripts/flow DESIGN_CONFIG=/design/flow/config.mk WORK_HOME=/design/flow/orfs finish
File: config.mk
export PLATFORM = sky130hd
export DESIGN_NAME = marquee
export DESIGN_NICKNAME = marquee
export VERILOG_FILES = /design/flow/design.v
export SDC_FILE = /design/flow/constraint.sdc
export NUM_CORES = 4
export LEC_CHECK = 1
export CORE_AREA = 10 10 70 70
export DIE_AREA = 0 0 80 80
File: constraint.sdc
current_design marquee

set clk_period 1.6
set clk_io_pct 0.2

create_clock -name clk0 -period $clk_period [get_ports {clk}]

set non_clock_inputs [all_inputs -no_clocks]
set_input_delay [expr $clk_period * $clk_io_pct] -clock clk0 $non_clock_inputs
set_output_delay [expr $clk_period * $clk_io_pct] -clock clk0 [all_outputs]
==> run summary <==
Entry: Yosys synthesis followed by OpenROAD place and route.

Job:
- The run puts the count of max-cap constraint violations at 0.
- The run gives the count of warning messages emitted by the tools as 31.

Placement:
- The run gives the sum of net half-perimeters after detailed placement as between 700 and 800 um.
- During placement, the flow inserted port buffers numbering 13.
- The run gives the global placer's final weighted congestion as approximately 0.73.
- The run gives the placed cell area as 611.8 um2.

Floorplanning:
- The run puts the overall die height at 80 um.
- The floorplan step set the die width to 80 um.
- The run puts the share of the core filled by cells before placement at 0.1242.
- The run gives the number of placed I/O pins as 14.
- The run gives the area of the placeable core as 0.003416 mm2.
- The run gives the standard-cell row count as 21.
- The run gives the area of the die as 0.006400 mm2.

Synth:
- The run puts the number of standard cells after synthesis at ~45.
- The run puts the post-synthesis instance area at 424.2 um2.
- The post-synth count of flops with an enable pin is 0.
- The run puts the post-synth area from yosys stat at 424.2 um2.
- The run puts the area share of the largest cell type after synthesis at 0.2950.
- The run gives the share of async-settable or async-resettable flops after synthesis as 0.
- The run gives the unique cell type count in the Yosys netlist as 12.
- The synthesized netlist was found by Yosys to have 45 cells.
- The run gives the cell accounting for the most synthesized area as sky130_fd_sc_hd__ha_1.
- The run gives the leading cell type by number of instances after synthesis as sky130_fd_sc_hd__ha_1.
- Dividing the synthesized area by the synthesized cell count gives between 9 and 10 um2.
- Looking at the cell usage after synthesis, the top flip-flop cell is sky130_fd_sc_hd__dlxtn_1.
- Sorting the synthesized cells by area gives the leading types as sky130_fd_sc_hd__ha_1 29%, sky130_fd_sc_hd__dlxtn_1 21%, sky130_fd_sc_hd__dfxtp_1 9.4%.
- The synthesis report lists the Yosys warning total as 1.
- By count the netlist is led by 10 x sky130_fd_sc_hd__ha_1, 8 x sky130_fd_sc_hd__inv_1, 6 x sky130_fd_sc_hd__and2_1, 6 x sky130_fd_sc_hd__dlxtn_1.
- Counting flops and latches in the post-synthesis netlist gives 8.

STA:
- The run gives the tightest slew margin relative to the limit as 0.7035.
- Hold timing on the final database bottoms out at a slack of between 0.4 and 0.5 ns.
- The run puts the final clock period utilization by the worst path at 0.5954.
- Setup repair after global routing left no endpoint under its margin.
- The run gives the maximum achievable frequency as 1050 MHz.
- The run puts the number of hold-slack violations in the final timing report at 0.
- For the final database, setup skew stands at 0.0002503 ns.
- The timer found 6 register pins that no clock reaches; their paths are not timed.
- The last timing report of the flow puts the setup violation total at 0.
- The run puts the minimum clock period at between 0.9 and 1 ns.
- 12 endpoints have no timing constraint.
- The run puts the setup TNS after final layout at 0 ns.
- The run gives the max-slew violation total from the final report as 0.
- The run puts the slew at the pin closest to its max-slew limit at 0.4413 ns.

CTS:
- Clock-pin slew was measured on the worst setup and hold paths at approximately 0.030 ns.
- The run puts the deepest clock path buffer count at 2.
- The run gives the CTS tree as done.
- Once the clock tree was built, the setup fixing pass inserted 0 buffers.
- In this run the clock root is driven by a sky130_fd_sc_hd__clkbuf_4.
- The run gives the number of hold buffers added after cts as 0.
- At the later pin of the worst-skew pair, clock insertion delay measures about 0.22 ns.
- The run puts the number of buffers added by the clock tree synthesis step at 3.
- The run gives the number of H-tree branching levels as 1.
- The run gives the number of gates resized after CTS as 0.

Power:
- The run gives the areal power density over the cells as 469.6 mW/mm2.
- The run gives the power after layout as 0.2979 mW.
- The run puts the peak ir drop on the vdd network at 174.2 uV.
- The script extracted a total leakage power of ~0.29 nW.

Outcome:
- The run finished with clean final reports.

Drt:
- The run puts the antenna diode count at 0.
- The run puts the count of vias placed by the detailed router at 326.
- Wires add up to around 920 um.
- The run gives the iteration-0 DRC count of the detailed router as 26.
- TritonRoute output was used to compute an average wire per cell of 8.570 um.
- According to the report, the first pass of detailed routing completed in 2 iterations.
- The run gives the remaining antenna violation count as 0.
- TritonRoute reported its final design rule violation total as 0.
- The run gives the ratio of routed vias to standard cells as slightly above 3.

Layout:
- Per the final layout report, the fraction of cells sized above drive strength 1 comes to 0.06557.
- The run puts the share of the core filled with cells at 0.1857.
- The run gives the multi-input logic area as ~260 um2.
- The run puts the sequential cell area at 130.1 um2.
- The run gives the fill cell instance count of the final layout as 398.
- The run gives the area added between synthesis and finish as 49.56%.
- The finished cells cover 634.4 um2.

GRT:
- The run puts the global router's overall resource usage at 0.03063.
- The run gives the via count of the first global-routing pass as 347.
- The run gives the number of antenna violations at the first check in global routing as 0.
- The run puts the total overflow reported by the global router at 0.
- Entering global routing, the biggest net connects 9 pins.
- The run gives the global-route wire length before repair as between 1.5 and 2 mm.

Worst setup path:
- At the worst endpoint, the required time is 1.71 ns.
- Along the worst path, the maximum fanout reaches 3.
- STA classifies the critical path endpoint as a flop.
- The run gives the endpoint arrival time on the critical path as 1.06 ns.
- STA classifies the critical path startpoint as a flop.
- The critical path in this run is classified as flop to flop.

Hold path:
- The worst hold path belongs to the class flop to flop.
## cell families (layout without fill, tap and decap cells)
| group | count (synthesis) | count (layout) | synth area share |
|---|---|---|---|
| mux | 3 | 3 | 0.07080 |
| latches | 6 | 6 | 0.2124 |
| fa+ha+maj | 10 | 10 | 0.2950 |
| compound gates | 3 | 3 | 0.07078 |
| simple gates | 13 | 13 | 0.1859 |
| flops | 2 | 2 | 0.09440 |
| buf+inv | 8 | 24 | 0.07080 |
## per-stage QoR
step | worst slack (ns) | instances
floorplan | 0.7052 | 45
global placement | 0.6501 | 104
detailed placement | 0.6468 | 104
CTS | 0.6385 | 107
global route | 0.5891 | 107
finish | 0.6473 | 107
## layout make-up
class                   instances  area share
clock buffers                   3     0.03550
flip-flops and latches          8      0.2051
multi-input cells              29      0.4162
repair buffers                 13      0.2051
well taps                      46     0.09073
inverters                       8     0.04734
## flip-flops by register name (all words and copies together), names as in the netlist
register and flops:
counter_r 2, outdata 6
## power by group
part / leakage [nW] / internal (mW) / switching, mW
Sequential: 0.0647 / 0.0739 / 0.00338
Clock: 0.0138 / 0.0825 / 0.0262
Combinational: 0.207 / 0.0583 / 0.0536
Total: 0.285 / 0.215 / 0.0832
## cells in the final DEF (no fill, tap or decap)
cell and count:
sky130_fd_sc_hd__nor3b_1 3, sky130_fd_sc_hd__a221oi_2 1, sky130_fd_sc_hd__ha_1 10, sky130_fd_sc_hd__clkdlybuf4s50_1 13, sky130_fd_sc_hd__inv_1 8, sky130_fd_sc_hd__clkbuf_4 3, sky130_fd_sc_hd__a211oi_1 2, sky130_fd_sc_hd__dfxtp_1 2
sky130_fd_sc_hd__and2_1 6, sky130_fd_sc_hd__mux2i_1 3, sky130_fd_sc_hd__dlxtn_1 6, sky130_fd_sc_hd__nor3_1 1, sky130_fd_sc_hd__nor2_1 2, sky130_fd_sc_hd__nor2b_1 1
## metal layers
layer,global-route usage,vias up,routed length (um)
li1,-,178,-
met1,0.04144,140,410
met2,0.04494,8,415
met3,0.01136,0,91
met4,0.007042,0,0
met5,0,-,0
## worst max-delay path, cell delays in order (launching register included)
cell and delay [ns]:
sky130_fd_sc_hd__dfxtp_1 0.35, sky130_fd_sc_hd__inv_1 0.09, sky130_fd_sc_hd__ha_1 0.29, sky130_fd_sc_hd__nor2b_1 0.12
## final timing paths
kind / cells after the start / slack (ns) / end / start
worst max-delay path: 3 / 0.65 / counter_r[1] / counter_r[0]
worst min-delay path: 1 / 0.44 / counter_r[0] / counter_r[0]
worst max register to register: 3 / 0.65 / counter_r[1] / counter_r[0]
worst min register to register: 1 / 0.44 / counter_r[0] / counter_r[0]
Power is estimated from default activity; no workload was simulated.
