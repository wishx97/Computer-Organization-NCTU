`run.sh`:
```
#!/bin/bash
# OpenROAD 26Q1-2900-gdf79404cd8, Yosys 0.63+post, stock flow scripts
make -C /OpenROAD-flow-scripts/flow DESIGN_CONFIG=/design/flow/config.mk WORK_HOME=/design/flow/orfs finish
```
`config.mk`:
```
export PLATFORM = sky130hd
export DESIGN_NAME = Forwarding_Unit
export DESIGN_NICKNAME = Forwarding_Unit
export VERILOG_FILES = /design/flow/design.v
export SDC_FILE = /design/flow/constraint.sdc
export NUM_CORES = 4
export LEC_CHECK = 1
export CORE_AREA = 10 10 70 70
export DIE_AREA = 0 0 80 80
```
`constraint.sdc`:
```
current_design Forwarding_Unit

set clk_period 2.4
set clk_io_pct 0.2

create_clock -name clk0 -period $clk_period

set non_clock_inputs [all_inputs -no_clocks]
set_input_delay [expr $clk_period * $clk_io_pct] -clock clk0 $non_clock_inputs
set_output_delay [expr $clk_period * $clk_io_pct] -clock clk0 [all_outputs]
```
`design.v`:
```
module Forwarding_Unit(
            regwrite_mem,
            regwrite_wb,
            idex_regs,
            idex_regt,
            exmem_regd,
            memwb_regd,
            forwarda,
            forwardb
);
input       regwrite_mem;
input       regwrite_wb;
input [4:0] idex_regs;
input [4:0] idex_regt;
input [4:0] exmem_regd;
input [4:0] memwb_regd;
output [1:0] forwarda;
output [1:0] forwardb;
reg [1:0] forwarda;
reg [1:0] forwardb;
always@(*) begin
    if(regwrite_mem == 1'b1 && idex_regs == exmem_regd && exmem_regd != 5'd0)
        forwarda <= 2'b01;
    else if(regwrite_wb == 1'b1 && idex_regs == memwb_regd && memwb_regd != 5'd0)
        forwarda <= 2'b10;
    else
        forwarda <= 2'b00;
    if(regwrite_mem == 1'b1 && idex_regt == exmem_regd && exmem_regd != 5'd0)
        forwardb <= 2'b01;
    else if(regwrite_wb == 1'b1 && idex_regt == memwb_regd && memwb_regd != 5'd0)
        forwardb <= 2'b10;
    else
        forwardb <= 2'b00;
end
endmodule
```
==> impl_metrics.json <==
{
  "status": "finished clean",
  "initCoreUtil_pct": 7.51,
  "drv_cap": 0,
  "via_per_inst": 3.28,
  "avgSynthCellArea_um2": 7.54,
  "post-route-min-period_ps": 2280,
  "pin_count": 26,
  "drtIter0Drc": 13,
  "gp_congestion": 0.837,
  "rsz0062_at_grt": "no",
  "start_kind": "input port",
  "yosysSeqAreaShare_pct": 0,
  "syn2layout_area_growth_pct": 153,
  "grt_pass1_vias": 438,
  "routed_wl_um": 1310,
  "ant_nets": 0,
  "drt_first_pass_iters": 3,
  "finalHoldViolations": 0,
  "crit_fanout": 2,
  "num-clock-buffers": 0,
  "yosys-top-cells-count": "xnor2_1, xor2_1, nand3_1, nor3_1",
  "numPortBuffers": 26,
  "antenna_found_initial": 0,
  "core_mm2": 0.00342,
  "setup_viol": 0,
  "yosysWarnings": 1,
  "critPathKind": "in -> out",
  "cellPowerDensity_mw_per_mm2": 157,
  "cp-end-kind": "output port",
  "flops": 0,
  "dp_slack_ps": -456,
  "tightest_slew_ps": 277,
  "num_vias": 380,
  "wire_per_inst_um": 11.3,
  "track_usage_pct": 3.83,
  "hp-class": "in -> out",
  "fillerInstances": 380,
  "seq_area_um2": 0,
  "fmax_mhz": 438,
  "ir_drop_mv": 0.0248,
  "grt_first_pass_wirelength_um": 2030,
  "antennaDiodeCount": 0,
  "grt_max_degree": 4,
  "die_area_mm2": 0.00640,
  "tool_warnings": 32,
  "finalMaxSlewViolations": 0,
  "slew_headroom_pct": 81.5,
  "finalClockPeriodUsage_pct": 95.0,
  "drc": 0,
  "top_area_share_pct": 34.1,
  "ys_area_um2": 256,
  "area_leaders": "xnor2_1, xor2_1, nand3_1",
  "p_leak_uw": 0.000247,
  "top_area_cell": "xnor2_1",
  "fp.dieH_um": 80,
  "totalNegativeSetupSlack_ps": 0,
  "hold_ws_ps": 1620,
  "synth_cell_types": 8,
  "ys_cells": 34,
  "drive_gt1_share_pct": 28.6,
  "grt_overflow": 0,
  "dieWidth_um": 80,
  "setup_ws_ps": 119,
  "rows": 21,
  "utilization_pct": 19.0,
  "syn_inst": 34,
  "crit_required_ps": 1920,
  "worst_ep_arrival_time_ps": 1800,
  "syn-cell-area_um2": 256
}
-- logic make-up after synthesis --
kind of cell     Yosys count  share of synthesized area [%]
AND-OR/OR-AND              2                           5.36
AND/OR/NAND/NOR           12                           26.3
XOR/XNOR                  20                           68.3
-- timing repair --
action                                  4_1_cts  5_1_grt
buffers inserted                              2        0
gates resized                                17        9
cloned                                        0        0
endpoints found under the setup margin        4        2
hold buffers                                  0        0
pin swaps                                     5        3
-- path summary, 6_finish.rpt --
kind                 startpoint          end  slack [ps]  depth (start not counted)
setup / recovery  memwb_regd[0]  forwardb[1]         120                          7
hold / removal      regwrite_wb  forwardb[1]        1620                          4
-- report_power, final --
part / internal (µW) / switching (µW) / total, µW
Combinational: 61.6 / 40.3 / 102
Sequential: 0 / 0 / 0
Clock: 0 / 0 / 0
-- cell usage in the layout (no fill, tap or decap), drive strengths merged --
| cell type | synthesis | layout |
|---|---|---|
| clkbuf | 0 | 3 |
| buf | 0 | 12 |
| clkdlybuf4s50 | 0 | 17 |
| xnor2 | 10 | 10 |
| or4 | 2 | 2 |
| o21ai | 2 | 2 |
| nor3 | 4 | 4 |
| nand3 | 4 | 4 |
| xor2 | 10 | 10 |
| dlygate4sd2 | 0 | 4 |
| nor4 | 2 | 2 |
-- routing by layer --
layer  global-route usage [%]  part of all wire, %  wire, µm  up-vias
li1                         -                    -         -      194
met1                     4.48                   42       553      168
met2                     6.82                   45       590       18
met3                     1.48                   12       162        0
met4                        0                    0         0        0
met5                        0                    0         0        -
-- worst max-delay path, stage by stage --
cell and delay (ps):
clkdlybuf4s50_1 430, buf_4 160, xor2_1 130, nor3_1 180, nand3_1 100, nor3_1 190
buf_2 120
-- final cells by class --
cell class / count / area, µm² / share of cell area [%]
Multi-Input combinational cell: 34 / 285 / 44.0
Tap cell: 46 / 57.6 / 8.88
Timing Repair Buffer: 36 / 305 / 47.1
-- stage by stage --
step / total power, µW / cells / cell area (µm²)
floorplan: 31.2 / 34 / 256
global placement: 96.6 / 114 / 634
detailed placement: 97.2 / 114 / 634
CTS: 103 / 116 / 661
global route: 110 / 116 / 648
finish: 102 / 116 / 648
No activity file was given, so power comes from the tool's default toggle rates.
